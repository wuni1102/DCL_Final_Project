===== flow/config.mk =====
export PLATFORM = sky130hd
export DESIGN_NAME = de_bouncing
export DESIGN_NICKNAME = de_bouncing
export VERILOG_FILES = /design/flow/design.v
export SDC_FILE = /design/flow/constraint.sdc
export NUM_CORES = 4
export LEC_CHECK = 1
export CORE_AREA = 10 10 102 102
export DIE_AREA = 0 0 112 112

===== flow/constraint.sdc =====
current_design de_bouncing

set clk_period 6.3
set clk_io_pct 0.2

create_clock -name clk0 -period $clk_period [get_ports {clk}]

set non_clock_inputs [all_inputs -no_clocks]
set_input_delay [expr $clk_period * $clk_io_pct] -clock clk0 $non_clock_inputs
set_output_delay [expr $clk_period * $clk_io_pct] -clock clk0 [all_outputs]

===== flow/design.v =====
`timescale 1ns / 1ps
module lab10(
    input  clk,
    input  reset_n,
    input  [3:0] usr_btn,
    input  [3:0] usr_sw,
    output [3:0] usr_led,
    output VGA_HSYNC,
    output VGA_VSYNC,
    output [3:0] VGA_RED,
    output [3:0] VGA_GREEN,
    output [3:0] VGA_BLUE
);
localparam VBUF_W = 320;
localparam VBUF_H = 240;
localparam F0_W = 64;
localparam F0_H = 32;
localparam F0_FRAMES = 8;
localparam F0_PIX_PER_FRAME = F0_W * F0_H;
localparam F1_W = 64;
localparam F1_H = 44;
localparam F1_FRAMES = 4;
localparam F1_PIX_PER_FRAME = F1_W * F1_H;
localparam F2_W = 64;
localparam F2_H = 72;
localparam F2_FRAMES = 4;
localparam F2_PIX_PER_FRAME = F2_W * F2_H;
localparam BG_PIX   = VBUF_W * VBUF_H;
localparam RAM0_SIZE = BG_PIX + F0_PIX_PER_FRAME * F0_FRAMES;
localparam RAM1_SIZE = F1_PIX_PER_FRAME * F1_FRAMES;
localparam RAM2_SIZE = F2_PIX_PER_FRAME * F2_FRAMES;
localparam GREEN_KEY = 12'h0f0;
wire vga_clk;
wire video_on, pixel_tick;
wire [9:0] pixel_x, pixel_y;
clk_divider #(.divider(2)) clk_div(
    .clk(clk),
    .reset(~reset_n),
    .clk_out(vga_clk)
);
vga_sync vga0(
    .clk(vga_clk),
    .reset(~reset_n),
    .oHS(VGA_HSYNC),
    .oVS(VGA_VSYNC),
    .visible(video_on),
    .p_tick(pixel_tick),
    .pixel_x(pixel_x),
    .pixel_y(pixel_y)
);
wire        sram_we  = usr_btn[3];
wire        sram_en  = 1'b1;
wire [11:0] data_in  = 12'h000;
reg [17:0] bg_addr;
reg [17:0] f0_addr;
reg [17:0] f1_addr;
reg [17:0] f2_addr;
wire [11:0] bg_color;
wire [11:0] f0_color;
wire [11:0] f1_color;
wire [11:0] f2_color;
wire [11:0] dummy1, dummy2;
sram #(
    .DATA_WIDTH(12),
    .ADDR_WIDTH(18),
    .RAM_SIZE(RAM0_SIZE),
    .FILE("image.mem")
) ram0 (
    .clk(clk),
    .we(sram_we),
    .en(sram_en),
    .addr(bg_addr),
    .addr1(f0_addr),
    .addr2(18'd0),
    .data_i(data_in),
    .data_o(bg_color),
    .data_o1(f0_color)
);
sram #(
    .DATA_WIDTH(12),
    .ADDR_WIDTH(18),
    .RAM_SIZE(RAM1_SIZE),
    .FILE("fish1.mem")
) ram1 (
    .clk(clk),
    .we(sram_we),
    .en(sram_en),
    .addr(f1_addr),
    .addr1(18'd0),
    .addr2(18'd0),
    .data_i(data_in),
    .data_o(f1_color),
    .data_o1(dummy1)
);
sram #(
    .DATA_WIDTH(12),
    .ADDR_WIDTH(18),
    .RAM_SIZE(RAM2_SIZE),
    .FILE("fish2.mem")
) ram2 (
    .clk(clk),
    .we(sram_we),
    .en(sram_en),
    .addr(f2_addr),
    .addr1(18'd0),
    .addr2(18'd0),
    .data_i(data_in),
    .data_o(f2_color),
    .data_o1(dummy2)
);
reg [31:0] anim_clk;
reg [9:0] f0_x, f0_y;
reg [9:0] f1_x, f1_y;
reg [9:0] f2_x, f2_y;
reg f0_dir, f1_dir, f2_dir;
wire f0_horizontal = usr_sw[0];
wire f1_horizontal = usr_sw[1];
wire f2_horizontal = usr_sw[2];
localparam SPEED0 = 20'd800000;
localparam SPEED1 = 20'd600000;
localparam SPEED2 = 20'd500000;
reg [19:0] speed_cnt0, speed_cnt1, speed_cnt2;
wire [2:0] btn_push;
de_bouncing db0(
    .clk(clk),
    .button_click(usr_btn[0]),
    .button_output(btn_push[0])
);
de_bouncing db1(
    .clk(clk),
    .button_click(usr_btn[1]),
    .button_output(btn_push[1])
);
de_bouncing db2(
    .clk(clk),
    .button_click(usr_btn[2]),
    .button_output(btn_push[2])
);
reg [2:0] btn_prev;
wire btn0_pressed = btn_push[0] && !btn_prev[0];
wire btn1_pressed = btn_push[1] && !btn_prev[1];
wire btn2_pressed = btn_push[2] && !btn_prev[2];
always @(posedge clk or negedge reset_n) begin
    if (!reset_n) begin
        anim_clk   <= 0;
        speed_cnt0 <= 0;
        speed_cnt1 <= 0;
        speed_cnt2 <= 0;
        btn_prev   <= 3'b0;
        f0_x   <= 10'd0;
        f0_y   <= 10'd80;
        f0_dir <= 1'b0;
        f1_x   <= 10'd150;
        f1_y   <= 10'd68;
        f1_dir <= 1'b0;
        f2_x   <= 10'd0;
        f2_y   <= 10'd150;
        f2_dir <= 1'b0;
    end 
    else begin
        anim_clk <= anim_clk + 1;
        btn_prev <= btn_push;
        if (btn0_pressed)
            f0_dir <= ~f0_dir;
        speed_cnt0 <= speed_cnt0 + 1;
        if (speed_cnt0 >= SPEED0) begin
            speed_cnt0 <= 0;
            if (f0_horizontal) begin
                if (f0_dir == 0) begin
                    if (f0_x >= VBUF_W - F0_W)
                        f0_dir <= 1;
                    else
                        f0_x <= f0_x + 1;
                end
                else begin
                    if (f0_x == 0)
                        f0_dir <= 0;
                    else
                        f0_x <= f0_x - 1;
                end
            end
            else begin
                if (f0_dir == 0) begin
                    if (f0_y >= VBUF_H - F0_H)
                        f0_dir <= 1;
                    else
                        f0_y <= f0_y + 1;
                end
                else begin
                    if (f0_y == 0)
                        f0_dir <= 0;
                    else
                        f0_y <= f0_y - 1;
                end
            end
        end
        if (btn1_pressed)
            f1_dir <= ~f1_dir;
        speed_cnt1 <= speed_cnt1 + 1;
        if (speed_cnt1 >= SPEED1) begin
            speed_cnt1 <= 0;
            if (f1_horizontal) begin
                if (f1_dir == 0) begin
                    if (f1_x >= VBUF_W - F1_W)
                        f1_dir <= 1;
                    else
                        f1_x <= f1_x + 1;
                end
                else begin
                    if (f1_x == 0)
                        f1_dir <= 0;
                    else
                        f1_x <= f1_x - 1;
                end
            end
            else begin
                if (f1_dir == 0) begin
                    if (f1_y >= VBUF_H - F1_H)
                        f1_dir <= 1;
                    else
                        f1_y <= f1_y + 1;
                end
                else begin
                    if (f1_y == 0)
                        f1_dir <= 0;
                    else
                        f1_y <= f1_y - 1;
                end
            end
        end
        if (btn2_pressed)
            f2_dir <= ~f2_dir;
        speed_cnt2 <= speed_cnt2 + 1;
        if (speed_cnt2 >= SPEED2) begin
            speed_cnt2 <= 0;
            if (f2_horizontal) begin
                if (f2_dir == 0) begin
                    if (f2_x >= VBUF_W - F2_W)
                        f2_dir <= 1;
                    else
                        f2_x <= f2_x + 1;
                end
                else begin
                    if (f2_x == 0)
                        f2_dir <= 0;
                    else
                        f2_x <= f2_x - 1;
                end
            end
            else begin
                if (f2_dir == 0) begin
                    if (f2_y >= VBUF_H - F2_H)
                        f2_dir <= 1;
                    else
                        f2_y <= f2_y + 1;
                end
                else begin
                    if (f2_y == 0)
                        f2_dir <= 0;
                    else
                        f2_y <= f2_y - 1;
                end
            end
        end
    end
end
wire fish0_on = (pixel_y >= (f0_y << 1)) &&
                (pixel_y <  ((f0_y + F0_H) << 1)) &&
                (pixel_x >= (f0_x << 1)) &&
                (pixel_x <  ((f0_x + F0_W) << 1));
wire fish1_on = (pixel_y >= (f1_y << 1)) &&
                (pixel_y <  ((f1_y + F1_H) << 1)) &&
                (pixel_x >= (f1_x << 1)) &&
                (pixel_x <  ((f1_x + F1_W) << 1));
wire fish2_on = (pixel_y >= (f2_y << 1)) &&
                (pixel_y <  ((f2_y + F2_H) << 1)) &&
                (pixel_x >= (f2_x << 1)) &&
                (pixel_x <  ((f2_x + F2_W) << 1));
wire any_fish_on = fish0_on | fish1_on | fish2_on;
wire [2:0] f0_frame = anim_clk[25:23];
wire [1:0] f1_frame = anim_clk[24:23];
wire [1:0] f2_frame = anim_clk[24:23];
wire [9:0] f0_sx_raw = (pixel_x >> 1) - f0_x;
wire [9:0] f0_sy_raw = (pixel_y >> 1) - f0_y;
wire [9:0] f1_sx_raw = (pixel_x >> 1) - f1_x;
wire [9:0] f1_sy_raw = (pixel_y >> 1) - f1_y;
wire [9:0] f2_sx_raw = (pixel_x >> 1) - f2_x;
wire [9:0] f2_sy_raw = (pixel_y >> 1) - f2_y;
wire [9:0] f0_sx_flip = (f0_horizontal && f0_dir) ? (F0_W - 1 - f0_sx_raw) : f0_sx_raw;
wire [9:0] f1_sx_flip = (f1_horizontal && f1_dir) ? (F1_W - 1 - f1_sx_raw) : f1_sx_raw;
wire [9:0] f2_sx_flip = (f2_horizontal && !f2_dir) ? (F2_W - 1 - f2_sx_raw) : f2_sx_raw;
always @(posedge clk or negedge reset_n) begin
    if (!reset_n) begin
        bg_addr <= 0;
        f0_addr <= 0;
        f1_addr <= 0;
        f2_addr <= 0;
    end 
    else begin
        bg_addr <= (pixel_y >> 1) * VBUF_W + (pixel_x >> 1);
        if (fish0_on)
            f0_addr <= BG_PIX + f0_frame * F0_PIX_PER_FRAME + f0_sy_raw * F0_W + f0_sx_flip;
        else
            f0_addr <= BG_PIX;
        if (fish1_on)
            f1_addr <= f1_frame * F1_PIX_PER_FRAME + f1_sy_raw * F1_W + f1_sx_flip;
        else
            f1_addr <= 0;
        if (fish2_on)
            f2_addr <= f2_frame * F2_PIX_PER_FRAME + f2_sy_raw * F2_W + f2_sx_flip;
        else
            f2_addr <= 0;
    end
end
reg [11:0] rgb_reg, rgb_next;
assign {VGA_RED, VGA_GREEN, VGA_BLUE} = rgb_reg;
wire f0_transparent = (f0_color == GREEN_KEY);
wire f1_transparent = (f1_color == GREEN_KEY);
wire f2_transparent = (f2_color == GREEN_KEY);
always @(posedge vga_clk or negedge reset_n) begin
    if (!reset_n)
        rgb_reg <= 12'h000;
    else if (pixel_tick)
        rgb_reg <= rgb_next;
end
always @(*) begin
    if (!video_on)
        rgb_next = 12'h000;
    else if (fish0_on && !f0_transparent)
        rgb_next = f0_color;
    else if (fish1_on && !f1_transparent)
        rgb_next = f1_color;
    else if (fish2_on && !f2_transparent)
        rgb_next = f2_color;
    else
        rgb_next = bg_color;
end
assign usr_led[0] = f0_dir;
assign usr_led[1] = f1_dir;
assign usr_led[2] = f2_dir;
assign usr_led[3] = any_fish_on;
endmodule
module de_bouncing(
    input clk,
    input button_click,
    output reg button_output
);
reg [20:0] timer2;
reg button_stable;
always @(posedge clk) begin
    if (button_click == 1) begin
        if (timer2 < 21'd1000000)
            timer2 <= timer2 + 1;
        else
            button_stable <= 1;
    end
    else begin
        timer2 <= 0;
        button_stable <= 0;
    end
    button_output <= button_stable;
end
endmodule

===== flow/run.sh =====
#!/bin/bash
# OpenROAD 26Q1-2900-gdf79404cd8, Yosys 0.63+post, stock flow scripts
make -C /OpenROAD-flow-scripts/flow DESIGN_CONFIG=/design/flow/config.mk WORK_HOME=/design/flow/orfs finish

==> flow_metrics.tcl <==
# flow metrics
set metrics [dict create \
    outcome "complete, no violations" \
    slew_headroom 0.518 \
    setup_slack_ns 3.98 \
    htree_levels 1 \
    finalHoldViolations 0 \
    grt_pass1_wl_um 3880 \
    drv_slew 0 \
    fp.coreArea_um2 8220 \
    overflow 0 \
    drc_errors 0 \
    rsz0062_at_grt "false" \
    postCtsHoldBufs 0 \
    dr_total_vias 975 \
    internal_power_w 0.000195 \
    maxCapViolCount 0 \
    layoutNonFillerInstCount 246 \
    chipArea_um2 12500 \
    viasPerCell 3.96 \
    cts_made_buffers 3 \
    die_h_um 112 \
    drt_wl_total_um 2280 \
    die_w_um 112 \
    start_kind "register" \
    finalCritPeriodShare 0.368 \
    pwr-share-clk 0.365 \
    netlist_area_um2 1200 \
    final.min_clock_period_ns 2.32 \
    drtIter0Drc 109 \
    grt_pass1_vias 859 \
    final_common_cell "dfxtp_1" \
    post_cts_buffers 0 \
    slowest_delay_ns 0.46 \
    gp_congestion 0.767 \
    path_class "reg -> out" \
    path_cells "clkdlybuf4s50_1" \
    rows 33 \
    yosysChipArea_um2 1200 \
    cts_tree "done" \
    ys_async_sr_fraction 0 \
    min_path_type "reg -> reg" \
    area_leaders "dfxtp_1, mux2i_1, nand2_1" \
    cts_max_path_buffers 2 \
    crit_path_max_fanout 1 \
    portBuffers 2 \
    edf_count 0 \
    p_sw_frac 0.222 \
    avgSynthCellArea_um2 8.51 \
    finalSetupTns_ns 0 \
    crit_path_top_delay_cell "clkdlybuf4s50_1" \
    warning_count 25 \
    ir_drop_mv 0.0629 \
    antenna_found_initial 0 \
    fp_util 0.146 \
    power.density_nw_per_um2 183 \
    fmax_mhz 431 \
    final_cell_mix "dfxtp_1, nand2_1, a21oi_1, mux2i_1, nand2b_1" \
    area_growth_pct 14.3 \
    cpLargestDelayFamily "buffers and inverters" \
    wl_per_cell_um 9.25 \
    dpl.cell_count 242 \
    arrival_ns 1.06 \
    clock_tree.root_cell "clkbuf_8" \
    ctsResizeCount 0 \
    worstPathRequired_ns 5.04 \
    timing.hold.ws_ns 0.362 \
    setup_violations 0 \
    finClkSkew_ns 0.00512 \
    tightest_slew_ns 0.722 \
    synth_seq_share 0.384 \
    ys_ff 23 \
    final_antenna_net_count 0 \
    power_leakage_nw 0.443 \
    grt_max_degree 30 \
    yosysWarnings 1 \
    clkTransAtPathRegs_ns 0.08 \
    pre_cts_slack_ns 3.84 \
    crit_path_end_kind "output pin" \
    seqPwrFrac 0.592 \
    synth_top_area_share 0.384 \
    top_area_cell "dfxtp_1" \
    grt_util_all_layers 0.0345 \
    clock_sinks 23 \
    p_sw_w 0.0000555 \
    final_util 0.167 \
    synth-main-ff-cell "dfxtp_1" \
    drive_gt1_frac 0.0709 \
    first_pass_iters 4 \
    comb_power_share 0.043 \
    synth.distinct_cells 31 \
    ios 3 \
    clock_latency_ns 0.26 \
    route.antenna.diode_count 0 \
    synth_cells 141 \
    hpwl_um 1560 \
    ys_cells 141 \
    cp_num_buf_inv 1 \
]
-- power groups by stage --
stage | registers [W] | logic [W] | clock network [W]
4_1_cts | 0.000148 | 0.0000110 | 0.0000943
6_report | 0.000148 | 0.0000108 | 0.0000915
5_1_grt | 0.000149 | 0.0000125 | 0.000101
-- cells by family after synthesis --
kind of cell    count (synthesis)  share of synthesized area
simple gates                   65                      0.304
compound gates                 29                      0.155
mux                            13                      0.108
flops                          23                      0.384
buf+inv                        10                     0.0375
fa+ha+maj                       1                     0.0104
-- layout make-up --
type                            instances  area, um2
Inverter                                3       11.3
Fill cell                             902       6850
Tap cell                              105        131
Multi-Input combinational cell        108        694
Sequential cell                        23        460
Clock inverter                          1       5.00
Clock buffer                            3       41.3
Timing Repair Buffer                    3       27.5
-- flip-flops by register name, indices dropped and copies added, names as in the netlist --
register / count
timer2: 21
button_stable: 1
button_output: 1
-- cell usage after synthesis (all sizes together) (2+ instances only) --
library cell  count
inv               3
nand3             6
nor2              3
and4              3
nand2            22
o21ai             3
or4               3
nand2b           12
a211oi            2
nand4             7
o31ai             4
clkbuf            3
a21oi            15
mux2i            13
buf               4
nor3              3
dfxtp            23
and2              2
-- metal layers --
| layer | track usage | wire [um] |
|---|---|---|
| met4 | 0.0102 | 63 |
| met5 | 0 | 0 |
| met2 | 0.0521 | 965 |
| met3 | 0.00434 | 60 |
| met1 | 0.0500 | 1190 |
-- stage by stage --
step                      power (W)  instance area [um2]
final                      0.000251                 1370
after floorplan            0.000160                 1200
after detailed placement   0.000163                 1330
after global placement     0.000162                 1330
after CTS                  0.000254                 1370
after global routing       0.000262                 1370
-- final timing paths --
check / start / end / slack [ns] / cells after the start
worst min-delay path: button_stable$_SDFFE_PN0P_ / button_output$_DFF_P_ / 0.36 / 0
worst max register to register: timer2[6]$_SDFFE_PN0N_ / timer2[14]$_SDFFE_PN0N_ / 4.13 / 4
worst min register to register: button_stable$_SDFFE_PN0P_ / button_output$_DFF_P_ / 0.36 / 0
worst max-delay path: button_output$_DFF_P_ / button_output / 3.98 / 1
Power figures rest on the tool's default switching activity, not on a simulated workload.
